==> flow/design.v <==
`timescale 1ns/1ps
module Greatest_Common_Divisor (clk, rst_n, start, a, b, done, gcd);
input clk, rst_n;
input start;
input [15:0] a;
input [15:0] b;
output  wire done;
output  wire [15:0] gcd;
reg [15:0] out_gcd; 
reg out_done;
reg [3-1:0]state,next_state;
reg [15:0] reg_a,reg_b;
reg [1:0]count,next_count = 0;   
parameter WAIT = 2'b00;
parameter CAL = 2'b01;
parameter FINISH = 2'b10;
assign gcd = out_gcd;
assign done = out_done;
always @(posedge clk or negedge rst_n)begin
    if(rst_n == 1'b0)begin
        state <= WAIT;
    end
    else begin
        count <= next_count;
        state <= next_state;
    end
end
always @(*)begin
    case(state)
        WAIT: begin
            if(start == 1'b1)begin
                next_state <= CAL;
            end else begin
                next_state <= WAIT;
            end
        end
        CAL: begin
            if(reg_a != reg_b)begin
                next_state <= CAL;
            end
            else begin
                next_state <= FINISH;
            end
        end
        FINISH: begin
            if(count == 1)begin
                next_state <= WAIT;
            end else begin
                next_count <= count + 1;
                next_state <= FINISH;
            end
        end
    endcase
end
always @(posedge clk or negedge rst_n)begin
    if(!rst_n)begin
        out_gcd <=16'd0;
        out_done <= 1'b0;
    end 
    else begin
        case(state)
            WAIT: begin 
                if(start == 1'b1)begin
                    reg_a <= a;
                    reg_b <= b;
                end
                    out_done <= 1'b0;
            end
            CAL: begin
                if(reg_a == 16'd0)begin
                    reg_a <= reg_b;
                end else if(reg_b == 16'd0)begin
                    reg_b <= reg_a;
                end
                else if(reg_a != reg_b)begin
                    if(reg_a > reg_b)begin
                        reg_a <= reg_a - reg_b;
                        reg_b <= reg_b;
                    end else begin
                        reg_b <= reg_b - reg_a;
                        reg_a <= reg_a;
                    end
                end
            end
            FINISH: begin
                    out_gcd <= reg_a;
                    out_done <= 1'b1;
                    next_count = count + 1;
                end
        endcase
    end
end
endmodule
==> flow/run.sh <==
#!/bin/bash
# OpenROAD 26Q1-2900-gdf79404cd8, Yosys 0.63+post, stock flow scripts
make -C /OpenROAD-flow-scripts/flow DESIGN_CONFIG=/design/flow/config.mk WORK_HOME=/design/flow/orfs finish
==> flow/config.mk <==
export PLATFORM = sky130hd
export DESIGN_NAME = Greatest_Common_Divisor
export DESIGN_NICKNAME = Greatest_Common_Divisor
export VERILOG_FILES = /design/flow/design.v
export SDC_FILE = /design/flow/constraint.sdc
export NUM_CORES = 4
export LEC_CHECK = 1
export CORE_UTILIZATION = 50
==> flow/constraint.sdc <==
current_design Greatest_Common_Divisor

set clk_period 7.7
set clk_io_pct 0.2

create_clock -name clk0 -period $clk_period [get_ports {clk}]

set non_clock_inputs [all_inputs -no_clocks]
set_input_delay [expr $clk_period * $clk_io_pct] -clock clk0 $non_clock_inputs
set_output_delay [expr $clk_period * $clk_io_pct] -clock clk0 [all_outputs]
==> run notes <==
The first error in the log reads "ERROR: Found 2 problems in 'check -assert'". The count of yosys warnings during synthesis was 1; the synthesis area per yosys was 0.00448 mm². The synthesis report gives the async set-or-reset register share as 32.2%. The run stopped with a tool error.

The run gives 36 for the post-synth tally of flip-flops with integrated enable. In this run, synthesis produced a sequential element count of 59. Per the Yosys statistics, synthesis produced 482 cells.

The main flop type was sky130_fd_sc_hd__edfxtp_1. The number of different library cells in the post-synthesis netlist was 61. The run ended at synthesis.
==> synthesized netlist by cell type (all sizes together) (5+ instances only) <==
master	count	area [µm²]
a21o	9	68.8
a21oi	39	206
a31oi	15	124
buf	8	83.8
clkbuf	23	116
dfrtp	19	475
edfxtp	36	1080
ha	36	450
inv	50	188
mux2	21	236
nand2	28	115
nand2b	8	50.1
nand3	21	105
nand4	10	68.8
nor2	37	139
nor2b	9	56.3
nor4	9	81.3
o21a	5	37.5
o21ai	30	150
or3	6	37.5
xnor2	8	70.1
==> logic make-up after synthesis <==
kind of cell	count (synthesis)	share of synthesized area, %
adders and majority gates	38	10.9
DFF	55	34.7
AOI/OAI and AO/OA	122	18.1
muxes	25	6.17
buffers and inverters	81	8.66
xor gates and xnor gates	9	1.76
latches	4	1.34
and+or+nand+nor	148	18.2

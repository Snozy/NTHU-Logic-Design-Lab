### flow/design.v
`timescale 1ns/1ps
module Carry_Look_Ahead_Adder_8bit(a, b, c0, s, c8);
    input [7:0] a, b;
    input c0;
    output [7:0] s;
    output c8;
    wire c1, c2, c3, c4, c5, c6, c7;
    wire P0, P1, P2, P3, P4, P5, P6, P7;
    wire G0, G1, G2, G3, G4, G5, G6, G7;
    wire PG0123, PG4567;
    wire GG0123, GG4567; 
    Prop_and_Gen CLA0(P0, G0, s[0], a[0], b[0], c0);
    Prop_and_Gen CLA1(P1, G1, s[1], a[1], b[1], c1);
    Prop_and_Gen CLA2(P2, G2, s[2], a[2], b[2], c2);
    Prop_and_Gen CLA3(P3, G3, s[3], a[3], b[3], c3);
    Prop_and_Gen CLA4(P4, G4, s[4], a[4], b[4], c4);
    Prop_and_Gen CLA5(P5, G5, s[5], a[5], b[5], c5);
    Prop_and_Gen CLA6(P6, G6, s[6], a[6], b[6], c6);
    Prop_and_Gen CLA7(P7, G7, s[7], a[7], b[7], c7);
    CLA_4bit CLA_0123(P0, G0,P1, G1,P2, G2,P3, G3,c0,c1, c2, c3,PG0123, GG0123);
    CLA_4bit CLA_4567(P4, G4,P5, G5,P6, G6,P7, G7,c4,c5, c6, c7,PG4567, GG4567);
    CLA_2bit CLA_ALL(PG0123, GG0123,PG4567, GG4567,c0, c4, c8);
endmodule
module Prop_and_Gen(P, G, out, a, b, cin);
    input a, b, cin;
    output P, G, out;
    wire w1;
    NAND_XOR Prop(P, a, b);
    NAND_AND Gen(G, a, b);
    NAND_XOR PG1(w1, a, b);
    NAND_XOR PG2(out, w1, cin);
endmodule
module CLA_4bit(P0,G0,P1,G1,P2,G2,P3,G3,cin,CA,CB,CC,PG,GG);
    input P0,G0,P1,G1,P2,G2,P3,G3;
    input cin;
    output CA, CB, CC;
    output PG, GG;
    wire P0cin;
    wire P1G0, P1P0cin;
    wire P2G1, P2P1G0, P2P1P0cin;
    wire P3G2, P3P2G1, P3P2P1G0;
    NAND_AND CA1(P0cin, P0, cin);
    NAND_OR CA2(CA, P0cin, G0);
    NAND_AND CB1(P1G0, P1, G0);
    NAND_AND_3bit CB2(P1P0cin, P1, P0, cin);
    NAND_OR_3bit CB3(CB, G1, P1G0, P1P0cin);
    NAND_AND CC1(P2G1, P2, G1);
    NAND_AND_3bit CC2(P2P1G0, P2, P1, G0);
    NAND_AND_4bit CC3(P2P1P0cin, P2, P1, P0, cin);
    NAND_OR_4bit CC4(CC, G2, P2G1, P2P1G0, P2P1P0cin);
    NAND_AND PGC1(P3G2, P3, G2);
    NAND_AND_3bit PGC2(P3P2G1, P3, P2, G1);
    NAND_AND_4bit PGC3(P3P2P1G0, P3, P2, P1, G0);
    NAND_AND_4bit PG1(PG, P0, P1, P2, P3);
    NAND_OR_4bit GG1(GG, G3, P3G2, P3P2G1, P3P2P1G0);
endmodule
module CLA_2bit(P0,G0,P1,G1,cin,carry,cout);
    input P0, G0,P1, G1,cin;
    output carry, cout;
    wire P0_cin, P1_G0, P1P0_cin;
    NAND_AND CLA1(P0_cin, P0, cin);
    NAND_OR CL2(carry, P0_cin, G0);
    NAND_AND CLA3(P1_G0, P1, G0);
    NAND_AND_3bit CLA4(P1P0_cin, P1, P0, cin);
    NAND_OR_3bit CLA5(cout, G1, P1_G0, P1P0_cin);
endmodule
module NAND_AND(out,a,b);
input a,b;
output out;
wire w1;
nand N1(w,a,b);
nand N2(out,w,w);
endmodule
module NAND_AND_3bit(out,a,b,c);
input a,b,c;
output out;
wire nand1;
NAND_AND A1(nand1,a,b);
NAND_AND A2(out,nand1,c);
endmodule
module NAND_AND_4bit(out,a,b,c,d);
input a,b,c,d;
output out;
wire nand1;
NAND_AND_3bit A1(nand1,a,b,c);
NAND_AND A2(out,nand1,d);
endmodule
module NAND_AND_5bit(out,a,b,c,d,e);
input a,b,c,d,e;
output out;
wire nand1;
NAND_AND_4bit A1(nand1,a,b,c,d);
NAND_AND A2(out,nand1,e);
endmodule
module NAND_OR(out,a,b);
input a,b;
output out;
wire w1,w2;
nand O1(w1,a,a);
nand O2(w2,b,b);
nand O3(out,w1,w2);
endmodule
module NAND_OR_3bit(out,a,b,c);
input a,b,c;
output out;
wire w1;
NAND_OR O1(w1,a,b);
NAND_OR O2(out,w1,c);
endmodule
module NAND_OR_4bit(out,a,b,c,d);
input a,b,c,d;
output out;
wire w1;
NAND_OR_3bit O1(w1,a,b,c);
NAND_OR O2(out,w1,d);
endmodule
module NAND_OR_5bit(out,a,b,c,d,e);
input a,b,c,d,e;
output out;
wire w1;
NAND_OR_4bit O1(w1,a,b,c,d);
NAND_OR O2(out,w1,e);
endmodule
module NAND_XOR(out,a,b);
input a,b;
output out;
wire w1,w2;
nand X1(w1,a,b);
NAND_OR X2(w2,a,b);
NAND_AND X3(out,w1,w2);
endmodule
### flow/config.mk
export PLATFORM = sky130hd
export DESIGN_NAME = Carry_Look_Ahead_Adder_8bit
export DESIGN_NICKNAME = Carry_Look_Ahead_Adder_8bit
export VERILOG_FILES = /design/flow/design.v
export SDC_FILE = /design/flow/constraint.sdc
export NUM_CORES = 4
export LEC_CHECK = 1
export CORE_AREA = 10 10 70 70
export DIE_AREA = 0 0 80 80
### flow/constraint.sdc
current_design Carry_Look_Ahead_Adder_8bit

set clk_period 3.7
set clk_io_pct 0.2

create_clock -name clk0 -period $clk_period

set non_clock_inputs [all_inputs -no_clocks]
set_input_delay [expr $clk_period * $clk_io_pct] -clock clk0 $non_clock_inputs
set_output_delay [expr $clk_period * $clk_io_pct] -clock clk0 [all_outputs]
### flow/run.sh
#!/bin/bash
# OpenROAD 26Q1-2900-gdf79404cd8, Yosys 0.63+post, stock flow scripts
make -C /OpenROAD-flow-scripts/flow DESIGN_CONFIG=/design/flow/config.mk WORK_HOME=/design/flow/orfs finish
==> job_summary.md <==
## Synthesis and layout report

| Metric | Value |
|---|---|
| DRC viols | `0` |
| First-pass GRT wire length | `1500 µm` |
| Leak | `0.000380 µW` |
| Outcome | `complete, no violations` |
| Layout Cell Area excl Fill | `about 760 µm²` |
| Initial Utilization | `roughly 12%` |
| DR pass1 iterations | `2` |
| Register area share after synthesis | `0%` |
| DP Wirelength | `~960 µm` |
| Via-per-instance ratio | `3.26` |
| Fin Hold WS | `between 2 and 2.5 ns` |
| Die area | `6400 µm²` |
| Data required time of the worst path | `2.96 ns` |
| Diodes inserted | `0` |
| Mapped Area | `approximately 400 µm²` |
| Area Overhead vs Synth | `93.3%` |
| Layout cells sized above 1 | `21.7%` |
| CP Max Fanout | `3` |
| Final-layout clock buffer total | `0` |
| Post-synth area hogs | `ha_1, buf_4, fa_1` |
| Power density over cell area | `155 nW/µm²` |
| Crit path launch | `b[2]` |
| RSZ-0062 raised after global routing | `no` |
| Top cell area share | `25.4%` |
| Critical path class | `in -> out` |
| Setup-failing EPs final | `0` |
| Hold Fails Final Rpt | `0` |
| GP Congestion | `0.704` |
| Worst-margin pin slew | `0.380 ns` |
| Ys Warns | `1` |
| CP endpoint | `s[5]` |
| Antenna viol nets, final | `0` |
| Post-synth top area cell | `ha_1` |
| CTS Hold Buffers Added | `0` |
| Min-Delay Path Class | `in -> out` |
| Most frequent cells after synthesis | `buf_4, ha_1, inv_1` |
| Routed Wire Length | `1030 µm` |
| Yosys stat area | `394 µm²` |
| Wire per inst | `between 8 and 9 µm` |
| Vias in the first global route | `roughly 350` |
| Die Ht | `80 µm` |
| Post-Syn Area per Cell | `~9.4 µm²` |
| Total Routing Usage GR | `2.71%` |
| Max frequency | `0.291 GHz` |
| Placement Rows | `21` |
| MaxCap Viol Count | `0` |
| Cycle use final | `92.9%` |
| Final Max Tran Viols | `0` |
| Worst setup EP type | `primary output` |
| Flop count | `0` |
| Vias | `roughly 380` |
| Post-DP Area | `697 µm²` |
| Mapped Cells | `42` |
| Core ar. | `3420 µm²` |
| Crit path launch type | `input port` |
| Count of tool warnings | `33` |
| Die W | `80 µm` |
| Reg area | `0 µm²` |
| Slew HR | `approximately three quarters` |
| Antenna violations before repair | `0` |
| Yosys cell count | `~42` |
| Critical path arrival | `2.70 ns` |
| DRT iter0 DRCs | `4` |
| I/O Pins | `26` |
| Distinct cells, synth | `17` |
| Largest net degree at the start of global routing | `5` |
| Port buffer count | `26` |
| GRT overflow | `0` |
| VDD IR max | `0.0383 mV` |
| Tmin final | `3.44 ns` |
==> repair_timing <==
action,4_1_cts,5_1_grt
setup buffers,1,2
pin swaps,8,5
endpoints found under the hold margin,0,0
resized,7,7
endpoints found under the setup margin,5,2
==> how the worst min path moves through the flow <==
stage / cells after the start / to / slack, ns / from
6_report: 5 / s[3] / 2.29 / a[2]
5_1_grt: 5 / s[2] / 2.35 / a[2]
4_1_cts: 4 / s[7] / 2.38 / b[7]
==> area by class of cell <==
type                            count  area (µm²)
Inverter                            4        15.0
Multi-Input combinational cell     30         353
Tap cell                           46        57.6
Fill cell                         372        2650
Timing Repair Buffer               35         337
==> cell usage in the layout, fill, tap and decap left out, drive strengths merged <==
master,instances
a21o,3
o2bb2ai,1
xor2,3
dlymetal6s2s,6
a31oi,1
ha,8
dlygate4sd2,5
fa,2
a2111oi,1
and2,1
clkdlybuf4s50,15
o21a,1
buf,9
or2,1
a21oi,2
inv,4
o31ai,1
xnor2,3
and3,2
==> logic make-up (layout without fill, tap and decap cells) <==
family	after synthesis	after routing	synth area share, %
xor+xnor	6	6	13.3
compound gates	10	10	24.4
fa+ha+maj	10	10	35.6
buf+inv	12	39	19.0
simple gates	4	4	7.62
==> metrics by stage <==
stage	setup TNS [ns]	total power, µW	util (%)	std cells	setup WS, ns
5_1_grt	0	132	22.3	115	0.174
2_1_floorplan	0	66.9	-	42	0.700
3_3_place_gp	-0.277	116	20.4	112	-0.130
3_5_place_dp	-0.366	117	20.4	112	-0.153
6_report	0	118	22.3	115	0.262
4_1_cts	-0.00129	116	21.1	113	-0.00129
==> worst max-delay path, cell delays in order <==
cell and delay (ns):
dlygate4sd2_1 0.27, ha_4 0.25, and3_4 0.17, a2111oi_4 0.42, fa_1 0.25, xnor2_1 0.12
clkdlybuf4s50_1 0.48
==> metal layers <==
layer	GRT usage (%)	part of all wire, %	vias up
li1	-	-	193
met1	2.86	35	174
met2	5.38	57	8
met3	0.795	8.0	0
met4	0	0	0
met5	0	0	-
==> report_power, final <==
group | switching (µW) | internal (µW) | total (µW)
Clock | 0 | 0 | 0
Combinational | 36.9 | 81.1 | 118
Sequential | 0 | 0 | 0
Power and IR drop assume default switching activity.

===== flow/run.sh =====
#!/bin/bash
# OpenROAD 26Q1-2900-gdf79404cd8, Yosys 0.63+post, stock flow scripts
make -C /OpenROAD-flow-scripts/flow DESIGN_CONFIG=/design/flow/config.mk WORK_HOME=/design/flow/orfs finish

===== flow/config.mk =====
export PLATFORM = sky130hd
export DESIGN_NAME = Content_Addressable_Memory
export DESIGN_NICKNAME = Content_Addressable_Memory
export VERILOG_FILES = /design/flow/design.v
export SDC_FILE = /design/flow/constraint.sdc
export NUM_CORES = 4
export LEC_CHECK = 1
export CORE_UTILIZATION = 50

===== flow/constraint.sdc =====
current_design Content_Addressable_Memory

set clk_period 2.9
set clk_io_pct 0.2

create_clock -name clk0 -period $clk_period [get_ports {clk}]

set non_clock_inputs [all_inputs -no_clocks]
set_input_delay [expr $clk_period * $clk_io_pct] -clock clk0 $non_clock_inputs
set_output_delay [expr $clk_period * $clk_io_pct] -clock clk0 [all_outputs]

===== flow/design.v =====
`timescale 1ns/1ps
module Content_Addressable_Memory(clk, wen, ren, din, addr, dout, hit);
input clk;
input wen, ren;
input [7:0] din;
input [3:0] addr;
output [3:0] dout;
output hit;
parameter n = 16, m = 8;
reg [m-1:0] CAM [n-1:0];
reg [n-1:0] compare;
reg[3:0]dout;
reg hit;
wire matchreg;
wire match;
wire [3:0]prioaddressreg;
wire [3:0] prioaddress;
assign prioaddress = prioaddressreg;
assign match = matchreg;
always @(posedge clk) begin
    dout <= 4'b0;
    hit <= 1'b0;
if (ren == 1'b1) begin  
    if(match) begin
        dout <= prioaddress;
        hit <= 1'b1;
    end
    else begin
        dout <= 4'b0;
        hit <= 1'b0;
    end
end
else begin
    if(wen == 1'b1) begin  
        CAM[addr] <= din;
        dout <= 4'b0;
        hit <= 1'b0;
    end
    else begin  
        dout <= 4'b0;
        hit <= 1'b0;  
            end
        end
    end
always @(*)begin
    if (din == CAM[0])begin
        compare[0] = 1'b1;
    end
    else begin
        compare[0] = 1'b0;
    end
    if (din == CAM[1])begin
        compare[1] = 1'b1;
    end
    else begin
        compare[1] = 1'b0;
    end
    if (din == CAM[2])begin
        compare[2] = 1'b1;
    end
    else begin
        compare[2] = 1'b0;
    end
    if (din == CAM[3])begin
        compare[3] = 1'b1;
    end
    else begin
        compare[3] = 1'b0;
    end
    if (din == CAM[4])begin
        compare[4] = 1'b1;
    end
    else begin
        compare[4] = 1'b0;
    end
    if (din == CAM[5])begin
        compare[5] = 1'b1;
    end
    else begin
        compare[5] = 1'b0;
    end
    if (din == CAM[6])begin
        compare[6] = 1'b1;
    end
    else begin
        compare[6] = 1'b0;
    end
    if (din == CAM[7])begin
        compare[7] = 1'b1;
    end
    else begin
        compare[7] = 1'b0;
    end
    if (din == CAM[8])begin
        compare[8] = 1'b1;
    end
    else begin
        compare[8] = 1'b0;
    end
    if (din == CAM[9])begin
        compare[9] = 1'b1;
    end
    else begin
        compare[9] = 1'b0;
    end
    if (din == CAM[10])begin
        compare[10] = 1'b1;
    end
    else begin
        compare[10] = 1'b0;
    end
    if (din == CAM[11])begin
        compare[11] = 1'b1;
    end
    else begin
        compare[11] = 1'b0;
    end
    if (din == CAM[12])begin
        compare[12] = 1'b1;
    end
    else begin
        compare[12] = 1'b0;
    end
    if (din == CAM[13])begin
        compare[13] = 1'b1;
    end
    else begin
        compare[13] = 1'b0;
    end
    if (din == CAM[14])begin
        compare[14] = 1'b1;
    end
    else begin
        compare[14] = 1'b0;
    end
    if (din == CAM[15])begin
        compare[15] = 1'b1;
    end
    else begin
        compare[15] = 1'b0;
    end
end
PriorityEncoder AddrOut(
    .out(prioaddressreg),
    .in(compare),
    .matching(matchreg)
);
endmodule
module PriorityEncoder(in, out, matching);
parameter n = 16;
input [n-1:0] in;
output reg [3:0] out;
output reg matching;
always @(*)begin
    matching = 1'b1;
    if(in[0] == 1'b1) out = 4'b0000 ;
    else if(in[1] == 1'b1) out = 4'b0001;
    else if(in[2] == 1'b1) out = 4'b0010;
    else if(in[3] == 1'b1) out = 4'b0011;
    else if(in[4] == 1'b1) out = 4'b0100;
    else if(in[5] == 1'b1) out = 4'b0101;
    else if(in[6] == 1'b1) out = 4'b0110;
    else if(in[7] == 1'b1) out = 4'b0111;
    else if(in[8] == 1'b1) out = 4'b1000;
    else if(in[9] == 1'b1) out = 4'b1001;
    else if(in[10] == 1'b1) out = 4'b1010;
    else if(in[11] == 1'b1) out = 4'b1011;
    else if(in[12] == 1'b1) out = 4'b1100;
    else if(in[13] == 1'b1) out = 4'b1101;
    else if(in[14] == 1'b1) out = 4'b1110;
    else if(in[15] == 1'b1) out = 4'b1111;
    else begin
    out = 4'bxxxx;
    matching = 1'b0;
    end
end
endmodule

==> flow_metrics.py <==
# Physical implementation metrics
metrics = {
    "final_timing": {
        "worst_slew_margin_rel_pct": 65.8,
        "tightest_slew_ns": 0.513,
        "worst_hold_slack_ns": 0.485,
        "final-hold-violation-count": 0,
        "fmaxAchievable_mhz": 460,
        "setup_viol_count_final": 0,
        "min_period_over_period_pct": 75.0,
        "period_minus_slack_ns": 2.17,
        "unrepaired_setup_endpoints_after_global_routing": "no",
        "post_route_skew_ns": 0.00489,
        "accumulated_negative_setup_slack_ns": 0,
        "timing_max_transition_violations_final": 0,
    },
    "logic_synthesis": {
        "postSynthCellCount": 382,
        "yosysCellCount": 382,
        "postSynthAreaPerCell_um2": 15.6,
        "synthTopCellsByArea": "sky130_fd_sc_hd__edfxtp_1, sky130_fd_sc_hd__xnor2_1, sky130_fd_sc_hd__nand4_1, sky130_fd_sc_hd__buf_6, sky130_fd_sc_hd__dfxtp_1",
        "ys_ff": 133,
        "synth-seq-area-share_pct": 66.2,
        "post-synth-top-area-fraction_pct": 64.5,
        "yosysWarnings": 2,
        "netlist.top_cell.by_area": "sky130_fd_sc_hd__edfxtp_1",
        "yosys-stat-area_mm2": 0.00596,
        "mappedNetlistArea_mm2": 0.00596,
        "ys_types": 29,
    },
    "clocking": {
        "clkSinkCount": 133,
        "cts_tree": "built",
        "cts-htree-levels": 4,
        "cts-buffers-inserted": 17,
        "cts_hold_buf": 0,
        "register_clock_pin_slew_on_the_reported_worst_setup_and_hold_paths_ns": 0.05,
        "post_cts.repair.setup_buffers": 0,
        "clock_latency_ns": 0.41,
        "clk_root_buf": "sky130_fd_sc_hd__clkbuf_16",
        "cts_buffer_depth": 2,
        "post_cts_resize_count": 0,
    },
    "floorplanning": {
        "die_height_um": 111,
        "chipArea_mm2": 0.0124,
        "core.rowCount": 39,
        "boundaryPins": 20,
        "die-width_um": 111,
        "core_region_area_mm2": 0.0115,
        "core_util_floorplan_pct": 51.8,
    },
    "setup_path": {
        "rr_worst_depth": 7,
        "cpLargestDelayFamily": "simple AND/OR/NAND/NOR gates",
        "cp_launch_type": "input port",
        "worst-path-stages": 9,
        "cp_max_fo": 21,
        "worstPathArrival_ns": 2.52,
        "timing.critical_path.required_ns": 3.25,
        "crit_chain": "buf_2, buf_12, xnor2_1, nand4_1, nor2_1, nor4_2, a41oi_2, or3b_1, a21oi_2",
        "critPathKind": "input port to register",
        "critical_path.endpoint_type": "register",
        "worst-path-buf-inv": 2,
        "timing.critical_path.slowest_stage_cell": "sky130_fd_sc_hd__buf_2",
        "cp_slowest_stage_delay_ns": 0.41,
    },
    "global_route": {
        "grt_usage_pct": 20.0,
        "grt_max_degree": 33,
        "initial_antenna_violation_count": 0,
        "wire_length_of_the_first_global_routing_pass_um": 17100,
        "grt_pass1_vias": 3229,
        "total_congestion_overflow_after_global_routing": 0,
    },
    "route": {
        "drtPass1Iterations": 20,
        "detail_route.vias_per_cell": 5.18,
        "vias": 3056,
        "drt_iter0_markers": 81,
        "wl_per_cell_um": 17.9,
        "n_antenna_cell": 0,
        "ant_nets": 0,
        "final_wl_um": 10600,
        "count_of_unresolved_drc_violations_after_routing": 0,
    },
    "run_status": {
        "status": "finished clean",
    },
    "layout": {
        "lay_top_cells": "sky130_fd_sc_hd__edfxtp_1, sky130_fd_sc_hd__xnor2_1, sky130_fd_sc_hd__nor2_1, sky130_fd_sc_hd__nand4_1, sky130_fd_sc_hd__buf_4",
        "proportion_of_layout_cells_with_a_drive_suffix_above_1_pct": 20.8,
        "area_delta_synth_final_pct": 16.6,
        "layout_top_cell": "sky130_fd_sc_hd__edfxtp_1",
    },
    "placed_design": {
        "dp.final_hpwl_um": 6980,
        "routability_congestion_estimate": 0.859,
        "place.port_buffers": 19,
    },
    "pwr": {
        "power_per_cell_area_mw_per_mm2": 627,
        "vdd_drop_max_uv": 386,
        "p_leak_uw": 0.00217,
    },
    "min_path": {
        "hold-path-cell-count": 1,
        "worstHoldPathType": "input port to register",
    },
    "job": {
        "warning_count": 25,
        "maxCapViolations": 0,
    },
}
## cell usage after synthesis
| cell type | n |
|---|---|
| sky130_fd_sc_hd__edfxtp_1 | 128 |
| sky130_fd_sc_hd__xnor2_1 | 119 |
| sky130_fd_sc_hd__nor2_1 | 26 |
| sky130_fd_sc_hd__nand4_1 | 25 |
| sky130_fd_sc_hd__buf_6 | 13 |
| sky130_fd_sc_hd__nor2_2 | 8 |
| sky130_fd_sc_hd__xor2_1 | 8 |
| sky130_fd_sc_hd__nand2_1 | 7 |
| sky130_fd_sc_hd__nand4_2 | 6 |
| sky130_fd_sc_hd__nor3_1 | 6 |
| sky130_fd_sc_hd__dfxtp_1 | 5 |
| sky130_fd_sc_hd__nor4_2 | 5 |
| sky130_fd_sc_hd__nor2_4 | 4 |
| sky130_fd_sc_hd__inv_1 | 3 |
| sky130_fd_sc_hd__a21oi_1 | 2 |
| sky130_fd_sc_hd__buf_12 | 2 |
| sky130_fd_sc_hd__nand2b_1 | 2 |
| sky130_fd_sc_hd__o31ai_1 | 2 |
| sky130_fd_sc_hd__a211oi_1 | 1 |
| sky130_fd_sc_hd__a21oi_2 | 1 |
| sky130_fd_sc_hd__a221oi_1 | 1 |
| sky130_fd_sc_hd__a41oi_2 | 1 |
| sky130_fd_sc_hd__and2_4 | 1 |
| sky130_fd_sc_hd__buf_8 | 1 |
| sky130_fd_sc_hd__nor4_4 | 1 |
| sky130_fd_sc_hd__o31a_1 | 1 |
| sky130_fd_sc_hd__or3_1 | 1 |
| sky130_fd_sc_hd__or3b_1 | 1 |
| sky130_fd_sc_hd__xnor2_2 | 1 |
## metal layers
| layer | vias to the layer above | GRT usage, % | wire length [um] |
|---|---|---|---|
| met1 | 1482 | 33.7 | 4960 |
| met4 | 0 | 2.70 | 163 |
| met3 | 13 | 6.91 | 638 |
| met5 | - | 0 | 0 |
| met2 | 84 | 29.0 | 4810 |
| li1 | 1477 | - | - |
## where the power goes
group	switching, uW	internal [uW]	leakage, uW
clock	719	1220	0.000274
sequential	8.24	2130	0.00119
combinational	152	121	0.000704
## final timing paths
check	startpoint	slack [ns]	end
setup / recovery	din[2]	0.73	dout[1]
hold / removal	din[0]	0.49	CAM[13][0]
setup reg to reg	CAM[5][2]	0.99	dout[1]
hold reg to reg	CAM[3][1]	0.79	dout[1]
## sequential cells by signal, indices dropped and copies added, names as in the netlist
register / cells
dout: 4
CAM: 128
hit: 1
## metrics by stage
| step | total power (uW) | cells | instance area (um2) | util [%] | setup WS (ns) |
|---|---|---|---|---|---|
| 5_1_grt | 4490 | 590 | 6950 | 60.3 | 0.578 |
| 3_5_place_dp | 2460 | 558 | 6400 | 55.6 | 0.339 |
| 6_report | 4350 | 590 | 6950 | 60.3 | 0.726 |
| 3_3_place_gp | 2450 | 558 | 6400 | 55.6 | 0.350 |
| 4_1_cts | 4390 | 590 | 6950 | 60.3 | 0.756 |
| 2_1_floorplan | 2360 | 382 | 5960 | - | 0.814 |
## area by class of cell
type,instances,area [um2]
fillers,859,4570
inverters,3,11.3
multi-input cells,230,1800
clock buffers,28,527
flip-flops and latches,133,3940
repair buffers,49,463
well taps,143,179
clock inverters,4,20.0
## kinds of logic (layout without fill, tap and decap cells)
kind of cell    count (synthesis)  after routing  share of synthesized area, %
compound gates                  9              9                          1.26
xor+xnor                      128            128                          18.9
buf+inv                        19             84                          3.57
flops                         133            133                          66.2
simple gates                   93             93                          10.1
Power figures rest on the tool's default switching activity, not on a simulated workload.
